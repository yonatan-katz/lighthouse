--- design/flow/run.sh ---
#!/bin/bash
# OpenROAD 26Q1-2900-gdf79404cd8, Yosys 0.63+post, stock flow scripts
make -C /OpenROAD-flow-scripts/flow DESIGN_CONFIG=/design/flow/config.mk WORK_HOME=/design/flow/orfs finish
--- design/flow/config.mk ---
export PLATFORM = sky130hd
export DESIGN_NAME = uart
export DESIGN_NICKNAME = uart
export VERILOG_FILES = /design/flow/design.v
export SDC_FILE = /design/flow/constraint.sdc
export NUM_CORES = 4
export LEC_CHECK = 1
export CORE_AREA = 10 10 101 101
export DIE_AREA = 0 0 111 111
--- design/flow/design.v ---
module baud_rate_gen(input wire clk_12m,
		     output wire rxclk_en,
		     output wire txclk_en);
parameter RX_ACC_MAX = 12000000 / (115200 * 16);
parameter TX_ACC_MAX = 12000000 / 115200;
parameter RX_ACC_WIDTH = $clog2(RX_ACC_MAX);
parameter TX_ACC_WIDTH = $clog2(TX_ACC_MAX);
reg [RX_ACC_WIDTH - 1:0] rx_acc = 0;
reg [TX_ACC_WIDTH - 1:0] tx_acc = 0;
assign rxclk_en = (rx_acc == 5'd0);
assign txclk_en = (tx_acc == 9'd0);
always @(posedge clk_12m) begin
	if (rx_acc == RX_ACC_MAX[RX_ACC_WIDTH - 1:0])
		rx_acc <= 0;
	else
		rx_acc <= rx_acc + 5'b1;
end
always @(posedge clk_12m) begin
	if (tx_acc == TX_ACC_MAX[TX_ACC_WIDTH - 1:0])
		tx_acc <= 0;
	else
		tx_acc <= tx_acc + 9'b1;
end
endmodule
module transmitter(input wire [7:0] din,
		   input wire wr_en,
		   input wire clk_12m,
		   input wire clken,		   
		   output tx,
		   output wire tx_busy);
initial begin
	 tx = 1'b1;
end
parameter STATE_IDLE	= 2'b00;
parameter STATE_START	= 2'b01;
parameter STATE_DATA	= 2'b10;
parameter STATE_STOP	= 2'b11;
reg [7:0] data = 8'h00;
reg [2:0] bitpos = 3'h0;
reg [1:0] state = STATE_IDLE;
always @(posedge clk_12m) begin
	case (state)
	STATE_IDLE: begin
		if (wr_en) begin
			state <= STATE_START;
			data <= din;
			bitpos <= 3'h0;
		end
	end
	STATE_START: begin
		if (clken) begin
			tx <= 1'b0;
			state <= STATE_DATA;
		end
	end
	STATE_DATA: begin
		if (clken) begin
			if (bitpos == 3'h7)
				state <= STATE_STOP;
			else
				bitpos <= bitpos + 3'h1;
			tx <= data[bitpos];
		end
	end
	STATE_STOP: begin
		if (clken) begin
			tx <= 1'b1;
			state <= STATE_IDLE;
		end
	end
	default: begin
		tx <= 1'b1;
		state <= STATE_IDLE;
	end
	endcase
end
assign tx_busy = (state != STATE_IDLE);
endmodule
module uart(        
	    input clk_12m,
	    output DEV_TX);
wire rxclk_en, txclk_en;
reg TX_BUSY;
reg [7:0] MY_DATA [12:0];
reg MY_WR_EN;
reg [7:0] current_data;
reg [4:0] word_pos;
initial begin
    MY_DATA[0] = "H";    
    MY_DATA[1] = "e";    
    MY_DATA[2] = "l";    
    MY_DATA[3] = "l";    
    MY_DATA[4] = "o";    
    MY_DATA[5] = " ";    
    MY_DATA[6] = "w";    
    MY_DATA[7] = "o";    
    MY_DATA[8] = "r";    
    MY_DATA[9] = "l";    
    MY_DATA[10] = "d";    
    MY_DATA[11] = "!";    
    MY_WR_EN = 0;
    word_pos = 4'h0;
end
baud_rate_gen uart_baud(.clk_12m(clk_12m),
			.rxclk_en(rxclk_en),
			.txclk_en(txclk_en));	
transmitter uart_tx(.din(current_data),
		    .wr_en(MY_WR_EN),
		    .clk_12m(clk_12m),
		    .clken(txclk_en),
		    .tx(DEV_TX),
		    .tx_busy(TX_BUSY));		
always @(posedge clk_12m) begin
    if (!TX_BUSY) begin                
        if (word_pos == 4'hc)
             word_pos = 4'h0;
        current_data = MY_DATA[word_pos];        
        word_pos = word_pos + 4'h1;                        
        MY_WR_EN = 1;                
    end
end		        
endmodule
--- design/flow/constraint.sdc ---
current_design uart

set clk_period 2.3
set clk_io_pct 0.2

create_clock -name clk0 -period $clk_period [get_ports {clk_12m}]

set non_clock_inputs [all_inputs -no_clocks]
set_input_delay [expr $clk_period * $clk_io_pct] -clock clk0 $non_clock_inputs
set_output_delay [expr $clk_period * $clk_io_pct] -clock clk0 [all_outputs]
==> metrics.yaml <==
logic_synthesis:
  synth_flops: 33
  ys_seq_share: 0.541
  synth_area_per_cell_um2: 11.7
  yosys_area_um2: 1700
  synthesis.area_um2: 1700
  ys_cells: 145
  ys_warn_count: 8
  synth_cells: 145
  synth_cell_types: 40
sta:
  finalMaxSlewViolations: 0
  clock_skew_ns: 0.00399
  max_freq_mhz: 555
  slew_headroom: 0.655
  finalCriticalPeriod_ns: 1.80
  setup_ws_ns: 0.499
  setup_tns_ns: 0
  period_used_share: 0.783
  tightest_slew_ns: 0.518
  setup_viol: 0
  rsz0062_at_grt: "no"
  final-hold-violation-count: 0
final_layout:
  final_util: 0.238
  area_delta_synth_final_pct: 13.5
  final_area_um2: 1930
  nFillCells: 834
  drive_gt1_frac: 0.106
global_routing:
  antenna_found_initial: 0
  grt_use_total: 0.0396
  grt_pass1_wl_um: 4260
  grt_pass1_vias: 916
  grt_max_degree: 18
  grt-ovfl-total: 0
setup_path:
  crit_path_end_kind: "flip-flop"
  critPathLaunchType: "flip-flop"
  arrival_ns: 1.72
  crit_path_max_incr_delay_ns: 0.49
  path_class: "flip-flop to flip-flop"
  cp.required_ns: 2.22
  path_cells: "ha_1, ha_1, inv_1, a31oi_1, nor3_1"
  worst_path_max_delay_cell: "edfxtp_1"
  cpMostUsedCell: "ha_1"
  cp_max_fo: 5
cts:
  clockBufferDepth: 2
  clk_latency_ns: 0.28
  cts.sinks: 33
  cts.reportedPaths.clkPinSlew_ns: 0.07
  htreeDepth: 2
  cts_tree: "yes"
  holdBufCountCts: 0
  cts_setup_buffers: 0
  cts_root_buffer: "clkbuf_8"
  numCtsBuffers: 5
  cts_resized: 0
floorplan:
  io_pins: 2
  die_h_um: 111
  fp_util: 0.209
  rows: 33
  core_um2: 8130
  dieArea_um2: 12300
  die-width_um: 111
detailed_routing:
  antenna_cells: 0
  drc: 0
  dr.first_iter.drc_count: 50
  route.met2.wl_um: 1050
  via_per_inst: 3.95
  dr.pass1.iters: 6
  top_layer_used: "met4"
  met1_length_um: 1240
  met3_wirelength_um: 88
  ant_nets: 0
  vias: 1012
  routed_wl_um: 2440
  wl_per_cell_um: 9.52
placement:
  place_area_um2: 1830
  port_buffers: 1
  hpwl_um: 1740
  dp_slack_ns: 0.492
  place_congestion: 0.817
outcome:
  status: "complete, no violations"
hold_path:
  hold_class: "flip-flop to flip-flop"
job:
  tool_warnings: 35
  cap_viol_max_count: 0
power_and_ir_drop:
  peakVddDrop_uv: 335
  power.density_nw_per_um2: 1260
  p_leak_nw: 0.721
cells by family after synthesis:
family                     Yosys count  share of synthesized area
buffers and inverters               15                     0.0360
other                                1                    0.00220
and+or+nand+nor                     47                      0.157
adders and majority gates           15                      0.110
muxes                                4                     0.0235
DFF                                 33                      0.541
AOI/OAI and AO/OA                   26                      0.109
xor gates and xnor gates             4                     0.0206
final cells by class:
cell class / count / area, µm² / area share
clock buffers: 7 / 96.3 / 0.0498
clock inverters: 1 / 5.00 / 0.00259
inverters: 11 / 41.3 / 0.0214
multi-input cells: 97 / 721 / 0.373
flip-flops and latches: 33 / 921 / 0.476
well taps: 105 / 131 / 0.0680
repair buffers: 2 / 17.5 / 0.00906
stage by stage:
stage / power [mW] / instances / hold WS, ns
2_1_floorplan: 1.76 / 145 / 0.400
3_3_place_gp: 1.96 / 248 / 0.404
3_5_place_dp: 1.97 / 248 / 0.407
4_1_cts: 2.45 / 256 / 0.417
5_1_grt: 2.63 / 256 / 0.426
6_report: 2.43 / 256 / 0.418
path summary, 6_finish.rpt:
path,end,depth (start not counted),startpoint,slack (ns)
worst max-delay path,uart_tx.bitpos[1],5,uart_tx.bitpos[1],0.50
worst min-delay path,uart_tx.data[5],0,current_data[5],0.42
worst max register to register,uart_tx.bitpos[1],5,uart_tx.bitpos[1],0.50
worst min register to register,uart_tx.data[5],0,current_data[5],0.42
power by group:
| part | switching [mW] | internal [mW] |
|---|---|---|
| registers | 0.172 | 0.976 |
| logic | 0.447 | 0.358 |
| clock network | 0.203 | 0.270 |
| total | 0.822 | 1.60 |
synth_stat cells (all sizes together):
cell type | instances | share of area
o22ai | 1 | 0.0037
a32oi | 1 | 0.0051
and2 | 4 | 0.015
nor4bb | 1 | 0.0059
and2b | 1 | 0.0044
conb | 1 | 0.0022
nor3 | 2 | 0.0088
nor3b | 1 | 0.011
o31ai | 1 | 0.0044
nand3 | 6 | 0.021
nor2b | 3 | 0.011
mux2i | 4 | 0.024
and4 | 1 | 0.0051
edfxtp | 26 | 0.46
o21ai | 6 | 0.018
a21o | 1 | 0.0044
ha | 15 | 0.11
a22o | 1 | 0.0051
a31o | 1 | 0.0051
a21oi | 5 | 0.019
a41o | 1 | 0.0059
inv | 11 | 0.024
o211ai | 1 | 0.0044
nand2b | 3 | 0.011
a31oi | 3 | 0.011
a22oi | 1 | 0.0044
nand2 | 9 | 0.020
dfxtp | 7 | 0.082
a21boi | 1 | 0.0044
xnor2 | 2 | 0.010
nand3b | 3 | 0.013
nor2 | 11 | 0.024
or3 | 2 | 0.0073
xor2 | 2 | 0.010
a222oi | 1 | 0.0059
buf | 4 | 0.012
a2111oi | 1 | 0.0088
metal layers:
layer	up-vias	GRT usage
li1	530	-
met1	462	0.0559
met2	16	0.0590
met3	4	0.0104
met4	0	0.0104
met5	-	0
cells in the final DEF, fill, tap and decap left out, types with 4 or more instances in the layout:
| cell | Yosys | layout |
|---|---|---|
| edfxtp_1 | 26 | 26 |
| clkbuf_8 | 0 | 7 |
| nand3_1 | 5 | 5 |
| nor2_1 | 11 | 11 |
| o21ai_0 | 6 | 6 |
| ha_1 | 15 | 15 |
| and2_1 | 4 | 4 |
| nand2_1 | 9 | 9 |
| mux2i_1 | 4 | 4 |
| dfxtp_1 | 7 | 7 |
| inv_1 | 11 | 11 |
registers in the layout, summed over array words and instances, names as in the netlist:
name,flops
uart_tx.state,2
current_data,7
uart_tx.tx,1
uart_tx.bitpos,3
MY_WR_EN,1
word_pos,5
uart_tx.data,7
uart_baud.tx_acc,7
worst max-delay path: cells and delay by family (launching register included):
kind,cells,cell delay (ns)
simple gates,1,0.39
compound gates,1,0.06
fa+ha+maj,2,0.46
flops,1,0.49
buf+inv,1,0.06
Power figures rest on the tool's default switching activity, not on a simulated workload.
