### design/flow/config.mk
export PLATFORM = sky130hd
export DESIGN_NAME = ts4231Configurator
export DESIGN_NICKNAME = ts4231Configurator
export VERILOG_FILES = /design/flow/design.v
export SDC_FILE = /design/flow/constraint.sdc
export NUM_CORES = 4
export LEC_CHECK = 1
export CORE_AREA = 10 10 96 96
export DIE_AREA = 0 0 106 106
### design/flow/constraint.sdc
current_design ts4231Configurator

set clk_period 2.6
set clk_io_pct 0.2

create_clock -name clk0 -period $clk_period [get_ports {clk}]

set non_clock_inputs [all_inputs -no_clocks]
set_input_delay [expr $clk_period * $clk_io_pct] -clock clk0 $non_clock_inputs
set_output_delay [expr $clk_period * $clk_io_pct] -clock clk0 [all_outputs]
### design/flow/design.v
module ts4231Configurator (
  input clk,
  input reconfigure,
  output reg configured,
  input d_in,
  output reg d_out,
  output reg d_oe,
  input e_in,
  output reg e_out,
  output reg e_oe
);
  reg config_enable = 0;
  reg [5:0] config_enable_crt = 0;
  always @(posedge clk) begin
    if (config_enable_crt == 23) begin
      config_enable_crt <= 0;
      config_enable <= 1;
    end else begin
      config_enable_crt <= config_enable_crt + 1;
      config_enable <= 0;
    end
  end
  initial configured = 0;
  localparam CONFIG_IDLE = 0;
  localparam CONFIG_WAIT_PULSE = 1;
  localparam CONFIG_START_CFG = 2;
  localparam CONFIG_WRITE_START = 3;
  localparam CONFIG_WRITE_E_LOW = 4;
  localparam CONFIG_WRITE_BIT = 5;
  localparam CONFIG_WRITE_E_HIGH = 6;
  localparam CONFIG_WRITE_STOP = 7;
  localparam CONFIG_WATCH_ELOW = 8;
  localparam CONFIG_WATCH_DLOW = 9;
  localparam CONGIG_WATCH_EHIGH = 10;
  reg [3:0] config_state = CONFIG_IDLE;
  reg prev_reconfigure = 0;
  reg config_prev_d = 0;
  reg [5:0] config_bit_counter = 0;
  reg [14:0] config_value = {14'h392b, 1'b0};
  reg config_bit = 0;
  reg [4:0] config_wait_counter = 0;
  always @(posedge clk) begin
    if (config_enable) begin
      prev_reconfigure <= reconfigure;
      config_prev_d <= d_in;
      case (config_state)
        CONFIG_IDLE: if (prev_reconfigure == 0 && reconfigure == 1) config_state <= CONFIG_WAIT_PULSE;
        CONFIG_WAIT_PULSE: if (config_prev_d == 1 && d_in == 0) config_state <= CONFIG_START_CFG;
        CONFIG_START_CFG: begin
          if (config_wait_counter == 4) config_state <= CONFIG_WRITE_START;
          config_wait_counter = config_wait_counter + 1;
        end
        CONFIG_WRITE_START: begin
          config_bit_counter <= 0;
          config_state <= CONFIG_WRITE_E_LOW;
        end
        CONFIG_WRITE_E_LOW: begin
          config_state <= CONFIG_WRITE_BIT;
          config_bit <= config_value[15-config_bit_counter];
        end
        CONFIG_WRITE_BIT: begin
          config_state <= CONFIG_WRITE_E_HIGH;
        end
        CONFIG_WRITE_E_HIGH: begin
          config_bit_counter <= config_bit_counter + 1;
          if (config_bit_counter == 15) config_state <= CONFIG_WRITE_STOP;
          else config_state <= CONFIG_WRITE_E_LOW;
        end
        CONFIG_WRITE_STOP: config_state <= CONFIG_WATCH_ELOW;
        CONFIG_WATCH_ELOW: config_state <= CONFIG_WATCH_DLOW;
        CONFIG_WATCH_DLOW: config_state <= CONGIG_WATCH_EHIGH;
        CONGIG_WATCH_EHIGH: begin
          config_state <= CONFIG_IDLE;
          configured <= 1;
        end
      endcase
    end
  end
  always @* begin
    (* parallel_case *)
    case (config_state)
      CONFIG_START_CFG: begin
        e_out = (config_wait_counter == 4);
        e_oe  = (config_wait_counter == 4);
        d_out = 0;
        d_oe  = 0;
      end
      CONFIG_WRITE_START: begin
        e_out = 1;
        e_oe  = 1;
        d_out = 0;
        d_oe  = 1;
      end
      CONFIG_WRITE_E_LOW, CONFIG_WRITE_BIT: begin
        e_out = 0;
        e_oe  = 1;
        d_out = config_bit;
        d_oe  = 1;
      end
      CONFIG_WRITE_E_HIGH: begin
        e_out = 1;
        e_oe  = 1;
        d_out = config_bit;
        d_oe  = 1;
      end
      CONFIG_WRITE_STOP: begin
        e_out = 1;
        e_oe  = 1;
        d_out = 1;
        d_oe  = 1;
      end
      CONFIG_WATCH_ELOW: begin
        e_out = 0;
        e_oe  = 1;
        d_out = 1;
        d_oe  = 1;
      end
      CONFIG_WATCH_DLOW: begin
        e_out = 0;
        e_oe  = 1;
        d_out = 0;
        d_oe  = 1;
      end
      CONGIG_WATCH_EHIGH: begin
        e_out = 1;
        e_oe  = 1;
        d_out = 0;
        d_oe  = 1;
      end
      default: begin
        d_out = 0;
        d_oe  = 0;
        e_out = 1;
        e_oe  = 0;
      end
    endcase
  end
endmodule
### design/flow/run.sh
#!/bin/bash
# OpenROAD 26Q1-2900-gdf79404cd8, Yosys 0.63+post, stock flow scripts
make -C /OpenROAD-flow-scripts/flow DESIGN_CONFIG=/design/flow/config.mk WORK_HOME=/design/flow/orfs finish
==> flow_summary.toml <==
# physical design summary
[drt]
routedWlPerCell_um = 9.04
dr.pass1.iters = 4
num_vias = 868
drtIter0Drc = 34
routed_via_density = 3.69
drc = 0
postRouteAntennaNets = 0
drt_wl_total_mm = 2.12
diodes = 0

[min_path]
min_path_cells = 1
hold_end = "config_enable_crt[0]$_SDFF_PP0_"
hp-class = "reg -> reg"
hold_start = "config_enable_crt[0]$_SDFF_PP0_"

[worst_setup_path]
path_cells = "inv_1, ha_1, nor4bb_4, nor3_1, nor2_1, clkdlybuf4s50_1"
max_stage_delay_ps = 470
rrSetupSlack_ps = 670
crit_slowest_cell = "clkdlybuf4s50_1"
crit_path_max_fanout = 3
r2r-end = "config_state[3]$_DFFE_PP_"
startpoint_type = "register"
reg2reg_depth = 5
cp-end-kind = "output port"
worstPathRequired_ps = 2080
arrival_ps = 1920
critPathKind = "reg -> out"
timing.rr.start = "config_wait_counter[0]$_DFFE_PP_"

[final_timing]
hold_viol = 0
clock_skew_ps = 4.16
period_minus_slack_ps = 2440
setup_viol = 0
grt_setup_unrepaired = "no"
finalCritPeriodShare_pct = 93.9
slew_headroom_pct = 57.7
drv_slew = 0
tns_ps = 0
fin_ws_ps = 159
clock.fmax_mhz = 410
worst_pin_slew_ps = 634

[clock_tree]
clock_path_buffers = 2
cts_made_buffers = 3
clk_latency_ps = 260
path_clk_slew_ps = 90
cts.sinks = 26
cts_tree = "yes"
clockRootBuffer = "clkbuf_8"
cts_setup_buffers = 0
htreeDepth = 1

[flow_run]
warnings = 27
maxCapViolations = 0

[synthesis]
synthTopCellsByCount = "19 x edfxtp_1, 9 x nand2_1, 8 x inv_1, 8 x nor2_1"
ys_async_sr_fraction_pct = 0
synth-main-ff-cell = "edfxtp_1"
syn_area_mm2 = 0.00138
synthCells = 124
area_leaders = "edfxtp_1 41%, dfxtp_1 10%, ha_1 4.5%"
avgSynthCellArea_um2 = 11.2
synth.distinct_cells = 41
netlist.area_leader.share_pct = 41.2
synth_flops = 26
ys_warn_count = 1
top_area_cell = "edfxtp_1"
ys_cells = 124
postSynthSeqShare_pct = 51.4
ys_chip_area_mm2 = 0.00138
edf_count = 19
top_cell = "edfxtp_1"

[floorplanning]
die_area_mm2 = 0.0112
core_area_mm2 = 0.00721
ioPinCount = 9
rows = 31
initCoreUtil_pct = 19.2
dieHeight_um = 106
die_x_um = 106

[pwr]
power.density_mw_per_mm2 = 461
irDropWorstVdd_uv = 243
p_leak_uw = 0.000569
p_total_uw = 769

[placement]
dp_slack_ps = 314
dp_hpwl_mm = 1.58
io_buffers = 7
routabilityCongestion = 0.788
placed_cells = 231

[global_route]
grt_pass1_vias = 858
grt_use_met1_pct = 6.29
grt_max_degree = 16
gr-usage-all-layers_pct = 4.14
busiest_layer = "met1"
grt-ovfl-total = 0
antenna_found_initial = 0
grtUsageMet3_pct = 1.41
grt_pass1_wl_mm = 3.99
grtUsageMet2_pct = 5.65

[cells_and_area]
instances_no_fill = 235
drive_gt1_share_pct = 15.4
area_delta_synth_final_pct = 20.6
fill_cells = 769

[run_status]
outcome = "finished clean"
-- worst max path at each step --
| stage | slack (ps) | end | start | depth (start not counted) |
|---|---|---|---|---|
| 4_1_cts | 3 | e_out | config_wait_counter[0]$_DFFE_PP_ | 6 |
| 5_1_grt | 10 | e_out | config_wait_counter[0]$_DFFE_PP_ | 6 |
| 6_report | 160 | e_out | config_wait_counter[0]$_DFFE_PP_ | 6 |
-- registers in the layout (all words and copies together), names as in the netlist --
register	flops
prev_reconfigure	1
config_enable	1
config_bit_counter	6
config_prev_d	1
config_state	4
config_wait_counter	5
config_bit	1
configured	1
config_enable_crt	6
-- worst max-delay path: cells and delay by family, from the launching register on --
kind	cells	cell delay (ps)
and+or+nand+nor	3	540
DFF	1	420
adders and majority gates	1	140
buffers and inverters	2	560
-- per-layer routing --
metal,up-vias,part of all wire [%]
li1,463,-
met1,391,57
met2,14,39
met3,0,4.6
met4,0,0
met5,-,0
-- cell usage in the layout (no fill, tap or decap), drive strengths merged --
master	count
nor4b	1
and4	1
nand2	9
o32ai	1
o31ai	2
nor2b	4
a211o	1
o22ai	1
a21oi	6
nor2	11
ha	5
a2111oi	2
o22a	1
edfxtp	19
bufinv	1
xnor2	6
nand3	7
nand2b	3
buf	6
nor3	4
clkdlybuf4s50	7
a21o	2
a211oi	1
nor4	1
xor2	6
a21boi	1
inv	8
o2bb2ai	1
nor4bb	1
dfxtp	7
o21bai	1
conb	1
clkbuf	3
or2	2
o21ai	3
-- cell type report --
cell class	count	area [um2]	area share, %
flip-flops and latches	26	711	42.6
clock inverters	1	30.0	1.80
inverters	8	30.0	1.80
repair buffers	13	115	6.90
well taps	99	124	7.42
clock buffers	3	41.3	2.47
multi-input cells	85	618	37.0
-- metrics by stage --
stage	hold slack, ps	instance area (um2)	utilization (%)
CTS	466	1650	22.9
global route	506	1670	23.1
detailed placement	457	1580	21.9
floorplan	418	1380	-
global placement	431	1580	21.9
finish	463	1670	23.1
-- logic make-up after synthesis --
| group | synth area share (%) |
|---|---|
| adders and majority gates | 4.52 |
| xor gates and xnor gates | 7.59 |
| and+or+nand+nor | 17.8 |
| DFF | 51.4 |
| buffers and inverters | 5.06 |
| other | 0.271 |
| AOI/OAI and AO/OA | 13.4 |
-- report_power, final --
part / total, uW / switching, uW / internal [uW]
Sequential: 439 / 0 / 439
Combinational: 4.24 / 1.39 / 2.85
Clock: 326 / 120 / 206
Total: 769 / 121 / 648
-- timing repair --
action / in CTS / in global routing
endpoints found under the setup margin: 0 / 1
resized: 0 / 2
hold buffers: 0 / 0
